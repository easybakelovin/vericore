===== /design/flow/run.sh =====
#!/bin/bash
# OpenROAD 26Q1-2900-gdf79404cd8, Yosys 0.63+post, stock flow scripts
make -C /OpenROAD-flow-scripts/flow DESIGN_CONFIG=/design/flow/config.mk WORK_HOME=/design/flow/orfs finish

===== /design/flow/config.mk =====
export PLATFORM = sky130hd
export DESIGN_NAME = simple_pwm
export DESIGN_NICKNAME = simple_pwm
export VERILOG_FILES = /design/flow/design.v
export SDC_FILE = /design/flow/constraint.sdc
export NUM_CORES = 4
export LEC_CHECK = 1
export CORE_AREA = 10 10 79 79
export DIE_AREA = 0 0 89 89

===== /design/flow/constraint.sdc =====
current_design simple_pwm

set clk_period 2.7
set clk_io_pct 0.2

create_clock -name clk0 -period $clk_period [get_ports {clk}]

set non_clock_inputs [all_inputs -no_clocks]
set_input_delay [expr $clk_period * $clk_io_pct] -clock clk0 $non_clock_inputs
set_output_delay [expr $clk_period * $clk_io_pct] -clock clk0 [all_outputs]

===== /design/flow/design.v =====
`timescale 1ns / 1ps
module simple_pwm (
    input wire clk,           
    input wire rst,           
    input wire [7:0] i_duty,    
    output reg o_pwm,        
    output reg [7:0] counter
);
always @(posedge clk or posedge rst) begin
    if (rst)
        counter <= 8'd0;       
    else if (counter == 8'd255)  
        counter <= 0;
    else 
        counter <= counter + 1;   
    end
always @(posedge clk or posedge rst) begin
    if (rst)
        o_pwm <= 0;       
    else
        o_pwm <= (counter < i_duty) ? 1 : 0;  
    end
endmodule

==> run notes <==
The full implementation flow was run.

The flow ran to the end, and the final reports show no timing, DRC or antenna violations. The aggregate routed wire length stands at between 1000 and 1500 µm. Grouping stages by cell kind, the critical path spends the most delay in buffers and inverters. STA classifies the critical path startpoint as a flip-flop. The final timing report derives a shortest allowable period of 1.776 ns. Global routing consumed, over all layers together, 3.538% of the routing resources. The setup slack after placement stands at 0.7833 ns. The flow measured a signed area growth from synthesis to layout of 53.06%.

In the final report, the number of hold violations comes to 0. The most common logic cells in the final layout are 18 x clkdlybuf4s50_1, 9 x dfrtp_1, 8 x inv_1, 8 x ha_1. Looking at the worst setup and hold paths, the clock pins of their registers show a slew of 0.04 ns. For this design, the slowest cell found on the critical path is clkdlybuf4s50_1.

VDD sags by at most between 0.1 and 0.15 mV. CTS built an H-tree with a depth of 1. Counting instances, the worst hold path has a depth of 1. The starting density of the core stands at a little under an eighth. The final report lists the setup-violating endpoint count as 0. In the final routed layout, each cell accounts on average for between 10 and 15 µm. The critical path goes through clkdlybuf4s50_1.

The cell depth of the worst flop-to-flop path stands at 4. Sequential cells burn around 43% of the power. The max-slew check reports its worst relative slack as 76.97%. For this run, the register share of the synthesized area comes to 40.82%. The total inserted antenna cells stands at 0. The quantity of gates resized following cts stands at 0. The first TritonRoute pass finished after 2 iterations. The final timing report gives a worst setup slack of between 0.9 and 1 ns. Looking at the reg2reg group, the worst path ends at counter[0]. In this run switching power makes up approximately a fifth of total power. The buffer_ports step reported a buffer count of 18.

The cell count in the Yosys report stands at 58. For reference, the placement row count at floorplan is 25. For this run, the number of Yosys warnings is 1. Averaged over all synthesized cells, the footprint is around 9.5 µm². STA reports the tightest min-delay check as being of type flip-flop to flip-flop. The register-to-register setup slack stands at roughly 1.3 ns.

Post-route period utilization is reported as around two thirds. The number of DRC violations after detailed routing stands at 0. The standby leakage power stands at roughly 0.38 nW.

The worst setup path is captured at an output pin. According to the floorplan report, the total die area is between 7000 and 8000 µm². Max fanout on the critical path was recorded as 7. The insertion delay of the later-clocked pin in the worst-skew pair stands at between 0.2 and 0.25 ns.

The worst setup path is of the flip-flop to output pin kind. The largest net degree at the start of global routing stands at 10. Setup repair after global routing left no endpoint under its margin.

Counting the buffers created by CTS gives 3. The number of hold buffers added after CTS was 0. After detailed routing, the number of vias per cell comes to ~3.5.

The horizontal die dimension stands at between 80 and 90 µm. The net switching power in the latest report is 0.06265 mW. Per STA, the highest per-stage delay on the worst path measures about 0.52 ns.

The clock network accounts for about half of the total power. Pins over their slew limit in the final report were tallied at 0. At the worst endpoint, the required time is between 2 and 2.5 ns. TritonCTS built the clock tree. The global placer's final weighted congestion stands at around 0.76. Counting both buffers and inverters, the worst setup path holds a total of 1. The total grt overflow stands at 0. Summing over the stages, the warning tally comes to 25. The maximum clock insertion buffer count stands at 2.

The die boundary height stands at 89 µm. The path with the worst hold slack has its endpoint at counter[6]. The synthesis-stage register bit count stands at 9. The floorplan step defined a core boundary enclosing 4661 µm². According to the timing report, the arrival time at the worst endpoint equals between 1 and 1.5 ns.

The total I/O pin count stands at 19. The internal power of the cells totals around 0.26 mW. After clock tree synthesis, the setup repair step added 0 buffers. The starting DRC count in detailed routing stands at 33.

The worst setup skew after layout stands at just over 0.002 ns. The script computed a power per unit cell area of 378.2 nW/µm². Post-synthesis, Yosys gives the total cell area as 551.8 µm². The via count of the first global-routing pass stands at 475.

Among logic cells in the layout, the one with the most instances is clkdlybuf4s50_1. The max-capacitance violation count stands at 0. The number of antenna violations at the first check in global routing stands at 0. In this run the clock root is driven by a clkbuf_8. The highest clock rate this design can be run at is approximately 560 MHz. The cell total after placement stands at about 130.

The transition time at the pin with the least slew margin stands at around 0.35 ns. Per the final layout report, the fraction of cells sized above drive strength 1 comes to ~7.5%. The finished layout holds about 130 standard cells, fillers aside. In this run the critical register-to-register path is launched from counter[0].

The wire length of the first global-routing pass stands at roughly 2300 µm. The startpoint identified for the worst hold timing path is counter[6]. The cell count after synthesis came out at just under 60. The number of different library cells used by synthesis comes to 20. In the final timing run, aggregate negative setup slack is 0 ns. For this run the detailed placement stage logged an HPWL of between 1000 and 1500 µm. In this run, the combinational gates consume 8.8% of the power. Per the detail_route report, the via count comes to about 470. The detail route stage leaves a number of antenna-violating nets equal to 0.

The clock sink count stands at 9. The area of the mapped netlist stands at between 500 and 600 µm².
## cell usage after synthesis
master,instances,area [µm²]
and4_1,1,8.760
nor4_1,1,6.260
and4_2,1,10.01
nand3_1,5,25.02
dfrtp_1,9,225.2
xnor2_1,2,17.52
ha_1,8,100.1
a21o_1,1,7.510
or3_1,1,6.260
nor2_1,3,11.26
inv_1,8,30.03
xor2_1,2,17.52
a21oi_2,1,8.760
nor2b_1,1,6.260
o21ai_0,2,10.01
nand2_1,5,18.77
nand2_2,1,6.260
a21oi_1,4,20.02
o211ai_1,1,7.510
a211o_1,1,8.760
## how the worst max path moves through the flow
stage	start	endpoint	depth (start not counted)
after CTS	counter[2]	counter[2]	1
after global routing	counter[2]	counter[2]	1
final	counter[2]	counter[2]	1
## power groups by stage
stage     registers [mW]  logic, mW  clock network, mW
4_1_cts            0.136     0.0292              0.160
5_1_grt            0.136     0.0325              0.168
6_report           0.136     0.0282              0.155
## state kept, by name, indices dropped and copies added (netlist names)
register,count
counter,8
o_pwm,1
## metrics by stage
step | area (µm²) | hold slack [ns] | total power [mW] | util (%)
2_1_floorplan | 551.8 | 0.3679 | 0.1497 | -
3_3_place_gp | 799.5 | 0.5531 | 0.1674 | 17.15
3_5_place_dp | 799.5 | 0.5598 | 0.1675 | 17.15
4_1_cts | 844.6 | 0.5652 | 0.3260 | 18.12
5_1_grt | 844.6 | 0.5808 | 0.3369 | 18.12
6_report | 844.6 | 0.5438 | 0.3194 | 18.12
## cells by family (layout without fill, tap and decap cells)
group | Yosys count | count (layout) | share of synthesized area (%)
and+or+nand+nor | 19 | 19 | 17.92
AOI/OAI and AO/OA | 10 | 10 | 11.34
DFF | 9 | 9 | 40.82
adders and majority gates | 8 | 8 | 18.14
buffers and inverters | 8 | 30 | 5.442
xor gates and xnor gates | 4 | 4 | 6.350
## metal layers
layer	GRT usage, %	part of all wire [%]
met2	6.117	48
met4	1.301	3.0
met5	0	0
met1	4.056	39
met3	1.010	11
## final cells by class
cell class | instances | area [µm²]
inverter | 8 | 30.03
fill | 502 | 3816
clock buffer | 4 | 45.04
multi-input combinational | 41 | 296.5
tap | 54 | 67.56
timing repair buffer | 18 | 180.2
sequential | 9 | 225.2
Power and IR drop assume default switching activity.

==> flow/design.v <==
module uart_tx #(
    parameter DELAY_FRAMES = 868  
) 
(
    input clk,
    input reset,
    input btn1,
    output uart_tx 
);
    reg [3:0] txState = 0;
    reg [24:0] txCounter = 0;
    reg [7:0] dataOut = 0;
    reg txPinRegister = 1;
    reg [2:0] txBitNumber = 0;
    reg [3:0] txByteCounter = 0;
    assign uart_tx = txPinRegister;
    localparam MEMORY_LENGTH = 12;  
    reg [7:0] testMemory [MEMORY_LENGTH-1:0];  
    always @(posedge clk) begin
        if (reset) begin
            testMemory[0]  <= "O";   
            testMemory[1]  <= "s";   
            testMemory[2]  <= "c";   
            testMemory[3]  <= "a";   
            testMemory[4]  <= "r";   
            testMemory[5]  <= "M";   
            testMemory[6]  <= " ";   
            testMemory[7]  <= "i";   
            testMemory[8]  <= "s";   
            testMemory[9]  <= " ";   
            testMemory[10] <= "o";   
            testMemory[11] <= "k";   
        end
    end
    localparam TX_STATE_IDLE = 0;  
    localparam TX_STATE_START_BIT = 1;  
    localparam TX_STATE_WRITE = 2;  
    localparam TX_STATE_STOP_BIT = 3;  
    localparam TX_STATE_DEBOUNCE = 4;  
    always @(posedge clk) begin
        case (txState)
            TX_STATE_IDLE: begin
                if (btn1 == 0) begin
                    txState <= TX_STATE_START_BIT;
                    txCounter <= 0;
                    txByteCounter <= 0;
                end
                else begin
                    txPinRegister <= 1;
                end
            end 
            TX_STATE_START_BIT: begin
                txPinRegister <= 0;
                if ((txCounter + 1) == DELAY_FRAMES) begin
                    txState <= TX_STATE_WRITE;
                    dataOut <= testMemory[txByteCounter];
                    txBitNumber <= 0;
                    txCounter <= 0;
                end else 
                    txCounter <= txCounter + 1;
            end
            TX_STATE_WRITE: begin
                txPinRegister <= dataOut[txBitNumber];
                if ((txCounter + 1) == DELAY_FRAMES) begin
                    if (txBitNumber == 3'b111) begin
                        txState <= TX_STATE_STOP_BIT;
                    end else begin
                        txState <= TX_STATE_WRITE;
                        txBitNumber <= txBitNumber + 1;
                    end
                    txCounter <= 0;
                end else 
                    txCounter <= txCounter + 1;
            end
            TX_STATE_STOP_BIT: begin
                txPinRegister <= 1;
                if ((txCounter + 1) == DELAY_FRAMES) begin
                    if (txByteCounter == MEMORY_LENGTH - 1) begin
                        txState <= TX_STATE_DEBOUNCE;
                    end else begin
                        txByteCounter <= txByteCounter + 1;
                        txState <= TX_STATE_START_BIT;
                    end
                    txCounter <= 0;
                end else 
                    txCounter <= txCounter + 1;
            end
            TX_STATE_DEBOUNCE: begin
                if (txCounter == 23'b111111111111111111) begin
                    if (btn1 == 1) 
                        txState <= TX_STATE_IDLE;
                end else
                    txCounter <= txCounter + 1;
            end
        endcase      
    end
endmodule
==> flow/run.sh <==
#!/bin/bash
# OpenROAD 26Q1-2900-gdf79404cd8, Yosys 0.63+post, stock flow scripts
make -C /OpenROAD-flow-scripts/flow DESIGN_CONFIG=/design/flow/config.mk WORK_HOME=/design/flow/orfs finish
==> flow/config.mk <==
export PLATFORM = sky130hd
export DESIGN_NAME = uart_tx
export DESIGN_NICKNAME = uart_tx
export VERILOG_FILES = /design/flow/design.v
export SDC_FILE = /design/flow/constraint.sdc
export NUM_CORES = 4
export LEC_CHECK = 1
export CORE_UTILIZATION = 30
==> flow/constraint.sdc <==
current_design uart_tx

set clk_period 3.7
set clk_io_pct 0.2

create_clock -name clk0 -period $clk_period [get_ports {clk}]

set non_clock_inputs [all_inputs -no_clocks]
set_input_delay [expr $clk_period * $clk_io_pct] -clock clk0 $non_clock_inputs
set_output_delay [expr $clk_period * $clk_io_pct] -clock clk0 [all_outputs]
==> CHANGELOG.md <==
### Physical design

* Status: completed
* Placed cells at 373
* Synth Area in XOR/XNOR at between 8 and 9%
* Met1 usage at about 17%
* EDFF count, synth at ~43
* Mux area share at under 10%
* Post-synth ARST share at 0%
* RSZ-0062 raised after global routing: no
* Met3 Use GR at approximately 2.6%
* Register share of total power at 58.3%
* Area Overhead vs Synth at 7.95%
* Max Clock Skew at 0.00818 ns
* Post-synthesis sequential area ratio at a little under half
* Simple share at between 20% and 30%
* Complex Gates by Area at 9.30%
* Crit path DAT at between 2 and 3 ns
* # setup viols final at 0
* Floorplan core density at around a third
* Clk pwr share at 35.7%
* Die area at 9680 µm²
* CP Max Fanout at 7
* Final period util at approximately four fifths
* Max cap viols at 0
* Core area at 8850 µm²
* Worst Setup End Kind: flip-flop
* Most used logic cell in the final layout: edfxtp_1
* Diode count at 0
* Setup bufs post-CTS at 0
* Worst-Margin Slew at 0.403 ns
* First-pass GRT wire length at slightly above 8000 µm
* CTS Buffer Depth at 2
* Max Fclk at about 350 MHz
* Layout cell share with drive strength beyond 1 at about 12%
* Vias in the first global route at about 1700
* Maximum VDD drop at 0.134 mV
* # DRC at 0
* DRT Pass-1 Iters at 4
* Switching share of power at 21.6%
* Clk latency of the worst-skew pair at between 0.2 and 0.3 ns
* Pwr Density at approximately 330 nW/µm²
* Io pins at 4
* Via Count at roughly 1900
* Row cnt at 34
* Final hold vios at 0
* Normalized max-slew margin at 72.9%
* CTS tree: yes
* Clk sinks at 43
* Logic pwr share at about 6.0%
* GR peak layer: met1
* Synth warn at 2
* Internal at between 0.7 and 0.8 mW
* Final Max Tran Viols at 0
* Post-cts sizing count at 0
* Crit path capture: txState[2]
* Setup_tns at 0 ns
* Crit path from: txCounter[0]
* Largest net degree at the start of global routing at 27
* Worst hold path type: reg -> reg
* Die width at about 98 µm
* Worst Setup Start Kind: flip-flop
* Hold buffer count at CTS at 0
* Post-synth regs at about 43
* Most frequent cells in the layout: edfxtp_1 (43), nor2_1 (37), nor3_1 (17)
* R2r endpoint: txState[2]
* Syn avg cell area at just over 10 µm²
* GP Congestion at roughly 0.84
* Chip area line of the yosys report at 2790 µm²
* DR WL/cell at between 10 and 15 µm
* Initial antenna violation count at 0
* Grt met2 use at between 10% and 20%
* Non-Filler Instances at 381
* Count of input and output buffers at 2
* Root Driver: clkbuf_8
* HPWL Detailed at 3450 µm
* Mapped cell area at 2790 µm²
* RR Startpoint: txCounter[0]
* R2R depth at 8
* Dominant comb cell: simple AND/OR/NAND/NOR gates
* Synth Instances at roughly 270
* Via density at about 5.1
* Clock transition at path regs at 0.08 ns
* OpenROAD warning count at 29
* Final ANT Viol Nets at 0
* Ys cells at approximately 270
* FA/HA/MAJ Cells, Area Fraction at under 10%
* Minimum clock period at just under 3 ns
* Final WL at approximately 4800 µm
* Most common reg cell: edfxtp_1
* P_sw at around 0.21 mW
* Unique cell types at roughly 55
* Crit path DRT at approximately 3.7 ns
* Num CTS Buffers at 5
* Fillers at 875
* All-Layer GR Usage at 10.7%
* Total grt overflow at 0
* Die height at 98.4 µm
* Setup slack, reg-to-reg at around 0.8 ns
* Critical path type: reg -> reg
* H-tree depth at 2
* Lkg Pwr at 0.962 nW
* DR iter-0 viols at around 130
-- Yosys cell counts (2+ instances only) --
master     n  area (µm²)
edfxtp_1  43        1290
nor2_1    37         139
nor3_1    17        85.1
nand2_1   16        60.1
xnor2_1   15         131
nand3_1   14        70.1
nand4_1   12        75.1
o21ai_0   11        55.1
xor2_1    11        96.3
a21oi_1    7        35.0
clkbuf_1   7        26.3
ha_1       7        87.6
inv_1      7        26.3
nand2b_1   5        31.3
and2_1     4        25.0
a31oi_1    3        18.8
and3_1     3        18.8
buf_6      3        33.8
or3_1      3        18.8
a21boi_0   2        15.0
a31o_2     2        17.5
and4_1     2        17.5
buf_2      2        10.0
mux2i_1    2        20.0
nor2b_1    2        12.5
nor3_4     2        32.5
nor3b_1    2        15.0
nor4_1     2        12.5
o21a_1     2        15.0
or3_2      2        15.0
or4_1      2        15.0
-- area by class of cell --
cell class / instances / area [µm²] / area share, %
multi-input combinational: 210 / 1410 / 46.7
sequential: 43 / 1290 / 42.9
tap: 108 / 135 / 4.49
clock buffer: 5 / 68.8 / 2.29
timing repair buffer: 5 / 42.5 / 1.41
clock inverter: 3 / 38.8 / 1.29
inverter: 7 / 26.3 / 0.874
-- metal layers --
metal | routed length [µm] | vias to the layer above
met5 | 0 | -
met4 | 82 | 0
met3 | 185 | 7
met2 | 2130 | 28
met1 | 2370 | 897
li1 | - | 1003
-- sequential cells by signal, summed over array words and instances, names as in the netlist --
signal,cells
dataOut,7
txBitNumber,3
txByteCounter,4
txCounter,25
txPinRegister,1
txState,3
-- worst max-delay path, stage by stage (launching register included) --
cell       delay (ns)
edfxtp_1         0.46
ha_1             0.31
nand4_1          0.19
nor2_2           0.11
a2111o_1         0.43
a211oi_2         0.21
o2111ai_2        0.19
or4_1            0.45
a22oi_2          0.24
-- kinds of logic (layout without fill, tap and decap cells) --
logic type | after synthesis | count (layout)
AND-OR/OR-AND | 37 | 37
XOR/XNOR | 26 | 26
adder cells (fa/ha/maj) | 7 | 7
buffers and inverters | 20 | 20
flip-flops | 43 | 43
multiplexers | 3 | 3
AND/OR/NAND/NOR | 137 | 137
-- worst min-delay path by stage --
stage / start / to / slack, ns / cells past startpoint
after global routing: txByteCounter[0] / txByteCounter[0] / 0.69 / 1
final: txByteCounter[0] / txByteCounter[0] / 0.66 / 1
after CTS: txByteCounter[0] / txByteCounter[0] / 0.66 / 1
-- power groups by stage --
stage         sequential [mW]  clock, mW  combinational [mW]
CTS                     0.578      0.367              0.0599
global route            0.582      0.385              0.0665
finish                  0.578      0.354              0.0590
-- through the flow --
step                hold WS, ns  util (%)  setup slack (ns)  total power [mW]  cell area [µm²]
finish                    0.655      34.0             0.805             0.991             3010
global route              0.688      34.0             0.605              1.03             3010
CTS                       0.664      34.0             0.775              1.00             3010
detailed placement        0.653      32.8             0.788             0.648             2900
global placement          0.642      32.8             0.800             0.647             2900
floorplan                 0.611         -             0.786             0.635             2790
Power figures rest on the tool's default switching activity, not on a simulated workload.

--- ./constraint.sdc ---
current_design counterM

set clk_period 4.0
set clk_io_pct 0.2

create_clock -name clk0 -period $clk_period [get_ports {clk}]

set non_clock_inputs [all_inputs -no_clocks]
set_input_delay [expr $clk_period * $clk_io_pct] -clock clk0 $non_clock_inputs
set_output_delay [expr $clk_period * $clk_io_pct] -clock clk0 [all_outputs]
--- ./config.mk ---
export PLATFORM = sky130hd
export DESIGN_NAME = counterM
export DESIGN_NICKNAME = counterM
export VERILOG_FILES = /design/flow/design.v
export SDC_FILE = /design/flow/constraint.sdc
export NUM_CORES = 4
export LEC_CHECK = 1
export CORE_AREA = 10 10 109 109
export DIE_AREA = 0 0 119 119
--- ./design.v ---
module top
#(
  parameter STARTUP_WAIT = 32'd10000000
)
(
    input clk,      
    output ioSclk,  
    output ioSdin,  
    output ioCs,    
    output ioDc,    
    output ioReset, 
    input uartRx    
);
    wire [9:0] pixelAddress;
    wire [7:0] textPixelData, chosenPixelData;
    wire [5:0] charAddress;
    reg [7:0] charOutput;
    wire uartByteReady;
    wire [7:0] uartDataIn;
    wire [1:0] rowNumber;
    screen #(STARTUP_WAIT) scr(
        clk, 
        ioSclk, 
        ioSdin, 
        ioCs, 
        ioDc, 
        ioReset, 
        pixelAddress,
        chosenPixelData
    );
    textEngine te(
        clk,
        pixelAddress,
        textPixelData,
        charAddress,
        charOutput
    );
    assign rowNumber = charAddress[5:4];
    uart_rx #(.DELAY_FRAMES(434)) u (
        clk,
        uartRx,
        uartByteReady,  
        uartDataIn
    );
    uartTextRow row1(
        .clk(clk),
        .byteReady(uartByteReady),
        .data(uartDataIn),
        .outputCharIndex(charAddress[3:0]),
        .outByte(charOut1)
    );
    wire [7:0] charOut1;
    counterM counter(
        .clk(clk),
        .counterValue(counterValue)  
    );
    wire [7:0] counterValue;
    binaryRow row2(
        .clk(clk),
        .value(counterValue),
        .outputCharIndex(charAddress[3:0]),
        .outByte(charOut2)  
    );
    wire [7:0] charOut2;
    hexDecRow row3(
        .clk(clk),
        .value(counterValue),
        .outputCharIndex(charAddress[3:0]),
        .outByte(charOut3)
    );
    wire [7:0] charOut3;
    progressRow row4(
        .clk(clk),
        .value(counterValue),
        .pixelAddress(charAddress[3:0]),
        .outByte(progressPixelData)
    );
    wire [7:0] progressPixelData;
    always @(posedge clk) begin
        case (rowNumber)
            0: charOutput <= charOut1;
            1: charOutput <= charOut2;
            2: charOutput <= charOut3;
            default: charOutput <= 8'b0000_0000;  
        endcase
    end
    assign chosenPixelData = (rowNumber == 3) ? progressPixelData : textPixelData;
endmodule
module counterM(
    input clk,
    output reg [7:0] counterValue = 0,
);
    reg [32:0] clockCounter = 0;
    localparam WAIT_TIME = 50000000;
    always @(posedge clk) begin
        if (clockCounter == WAIT_TIME) begin
            clockCounter <= 0;
            counterValue <= counterValue + 1;
        end
        else
            clockCounter <= clockCounter + 1;
    end
endmodule
--- ./run.sh ---
#!/bin/bash
# OpenROAD 26Q1-2900-gdf79404cd8, Yosys 0.63+post, stock flow scripts
make -C /OpenROAD-flow-scripts/flow DESIGN_CONFIG=/design/flow/config.mk WORK_HOME=/design/flow/orfs finish
==> qor.txt <==
Total CTS buffers -> 5
Setup Skew -> 5.55 ps
R2R Path End -> counterValue[4]$_DFFE_PN_
Yosys chip area -> 1900 um2
Yosys warning tally -> 1
CTS root buf -> clkbuf_8
Area delta synth->final -> 15.5%
Clock sinks -> 41
Placed Cells -> 333
Clock Path Buffers -> 2
Number of remaining DRC errors -> 0
Crit end category -> flip-flop
Pre-antenna DRT Iters -> 4
Final worst setup slack -> 1580 ps
Final setup viols -> 0
Leakage -> 0.702 nW
Slew HR -> 0.349
Hold-fix buffers, CTS -> 0
CP startpoint kind -> flip-flop
CP peak stage delay -> 830 ps
CP max FO -> 20
Xor/xnor share of the synthesized area -> 0.157
Initial antenna violation count -> 0
Worst R2R Setup Slack -> 1580 ps
H-tree depth -> 2
DIE WIDTH -> 119 um
Crit. Startpoint -> clockCounter[0]$_SDFF_PN0_
CP Class -> flip-flop to flip-flop
FP Rows -> 36
Largest net degree at the start of global routing -> 21
Max Slew Vio Count -> 0
First-pass GRT wire length -> 5890 um
Total gr overflow -> 0
Max_cap viols -> 0
Syn Area/Cell -> 9.69 um2
Fillers -> 1054
Routed WL per cell -> 10.0 um
Top logic family -> simple AND/OR/NAND/NOR gates
Vias/cell -> 3.94
Die height -> 119 um
Cycle use final -> 0.604
Critical-path cell list -> inv_1 > ha_1 > nor4b_1 > and4_1 > nand4_1 > nor2_2
WHS Endpoint -> clockCounter[31]$_SDFF_PN0_
Max Clk Rate -> 414 MHz
Finished Layout Cells -> 341
Vias in the first global route -> 1284
Gpl congestion -> 0.830
Routed WL -> 3420 um
Initial DRC Count -> 65
Synthesized instance count -> 196
Path depth of the worst reg2reg path -> 6
Log Warnings -> 26
# port buffers -> 8
Synthesized cell area -> 1900 um2
Aoi share -> 0.0112
Post-synth seq share -> 0.474
Hold slack -> 484 ps
Pre-CTS WS -> 1620 ps
Yosys reg bits -> 41
CTS tree -> yes
Final Hold Viols -> 0
Max VDD drop -> 0.000114 V
Critical path required time -> 3910 ps
Reg2reg start -> clockCounter[0]$_SDFF_PN0_
Hold path start -> clockCounter[31]$_SDFF_PN0_
CP max-delay cell -> nor2_2
RSZ-0062 raised after global routing -> false
Pin slew with the least headroom to its limit -> 975 ps
Via count -> 1345
Unique masters post-synth -> 32
Antenna viol nets, final -> 0
Basic Gates by Area -> 0.302
Share of post-route cells with drive strength above 1 -> 0.0817
HP Class -> flip-flop to flip-flop
Gr usage total -> 0.0472
Post_cts resized -> 0
PwrDens -> 306 nW/um2
Setup TNS -> 0 ps
Final Critical Period -> 2420 ps
Initial core utilization -> 0.197
Chip area -> 14200 um2
Status -> finished, final reports clean
DP Wirelength -> 2510 um
Ys cells -> 196
Worst-Skew Late Latency -> 290 ps
Pwr Total -> 0.000672 W
Core area -> 9640 um2
I/O Pins -> 9
Worst EP arrival -> 2330 ps
N_diodes -> 0
Worst-path clk slew -> 70 ps
Setup repair bufs after CTS -> 0
Cells on Worst Hold Path -> 1
Adders+Majority by Area -> 0.0198
Multiplexer share -> 0
[layout by cell type (no fill, tap or decap), types with 3 or more instances in the layout]
| master | count |
|---|---|
| and3_1 | 5 |
| and4_1 | 4 |
| clkbuf_1 | 3 |
| clkbuf_8 | 5 |
| clkdlybuf4s50_1 | 8 |
| dfxtp_1 | 33 |
| edfxtp_1 | 8 |
| ha_1 | 3 |
| inv_1 | 10 |
| nand2_1 | 13 |
| nand3_1 | 16 |
| nand4_1 | 11 |
| nor2_1 | 24 |
| nor3_1 | 5 |
| nor4_1 | 3 |
| nor4b_1 | 3 |
| xnor2_1 | 25 |
| xor2_1 | 9 |
[state kept, by name, indices dropped and copies added, names as in the netlist]
register      flops
clockCounter     33
counterValue      8
[metal layers]
| metal | vias up | GRT usage | wire (um) |
|---|---|---|---|
| li1 | 702 | - | - |
| met1 | 619 | 0.0646 | 1730 |
| met2 | 19 | 0.0761 | 1470 |
| met3 | 5 | 0.0106 | 143 |
| met4 | 0 | 0.00840 | 73 |
| met5 | - | 0 | 0 |
[Yosys cell counts (all sizes together)]
library cell,instances,share of area
nor4,4,0.016
buf,4,0.016
nor3,7,0.024
a211oi,1,0.0040
or3,2,0.0066
nor2,26,0.054
nor4b,3,0.014
inv,10,0.020
nand2,13,0.026
and2,2,0.0066
and3,5,0.016
or4,1,0.0059
nand3,18,0.053
edfxtp,8,0.13
nor2b,1,0.0033
ha,3,0.020
xor2,9,0.042
a21oi,1,0.0026
and4,4,0.018
xnor2,25,0.12
nand4,13,0.049
a31o,1,0.0046
dfxtp,33,0.35
nor4bb,1,0.0053
or2,1,0.0033
[worst max-delay path: cells and delay by family (launching register included)]
kind / cells / cell delay (ps)
simple gates: 4 / 1470
flops: 1 / 360
fa+ha+maj: 1 / 130
buf+inv: 1 / 70
[worst max-delay path by stage]
stage / slack, ps / end
6_report: 1580 / counterValue[4]$_DFFE_PN_
5_1_grt: 1460 / counterValue[4]$_DFFE_PN_
4_1_cts: 1610 / counterValue[7]$_DFFE_PN_
[metrics by stage]
step,utilization,cell area (um2)
2_1_floorplan,-,1900
3_3_place_gp,0.219,2110
3_5_place_dp,0.219,2110
4_1_cts,0.228,2190
5_1_grt,0.228,2190
6_report,0.228,2190
[kinds of logic (layout without fill, tap and decap cells)]
| family | Yosys count | after routing |
|---|---|---|
| and+or+nand+nor | 101 | 101 |
| AOI/OAI and AO/OA | 3 | 3 |
| xor gates and xnor gates | 34 | 34 |
| DFF | 41 | 41 |
| adders and majority gates | 3 | 3 |
| buffers and inverters | 14 | 26 |
[area by class of cell]
class	instances	area, um2	share of cell area
Multi-Input combinational cell	141	930	0.424
Timing Repair Buffer	8	80.1	0.0365
Tap cell	133	166	0.0758
Inverter	10	37.5	0.0171
Sequential cell	41	901	0.410
Clock buffer	8	80.1	0.0365
[where the power goes]
part           leakage [nW]  switching, W  internal, W
logic                 0.304             0            0
clock network        0.0395      0.000129     0.000124
registers             0.359             0     0.000419
total                 0.702      0.000129     0.000543
No activity file was given, so power comes from the tool's default toggle rates.
